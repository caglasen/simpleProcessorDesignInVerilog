**flow/design.v**
```verilog
module mult4_to_1_32(out,i0,i1,i2,i3, s0, s1);
input wire [31:0] i0,i1,i2,i3;
input wire s0, s1;
output reg[31:0]  out;
always @(i0 or i1 or i2 or i3 or s0, s1)
begin
	case ( {s1,s0} )
		2'b00 : out = i0;
		2'b01 : out = i1;
		2'b10 : out = i2;
		2'b11 : out = i3;
	endcase
end
endmodule
```
**flow/run.sh**
```bash
#!/bin/bash
# OpenROAD 26Q1-2900-gdf79404cd8, Yosys 0.63+post, stock flow scripts
make -C /OpenROAD-flow-scripts/flow DESIGN_CONFIG=/design/flow/config.mk WORK_HOME=/design/flow/orfs finish
```
**flow/config.mk**
```make
export PLATFORM = sky130hd
export DESIGN_NAME = mult4_to_1_32
export DESIGN_NICKNAME = mult4_to_1_32
export VERILOG_FILES = /design/flow/design.v
export SDC_FILE = /design/flow/constraint.sdc
export NUM_CORES = 4
export LEC_CHECK = 1
export CORE_AREA = 10 10 76 76
export DIE_AREA = 0 0 86 86
```
**flow/constraint.sdc**
```tcl
current_design mult4_to_1_32

set clk_period 1.1
set clk_io_pct 0.2

create_clock -name clk0 -period $clk_period

set non_clock_inputs [all_inputs -no_clocks]
set_input_delay [expr $clk_period * $clk_io_pct] -clock clk0 $non_clock_inputs
set_output_delay [expr $clk_period * $clk_io_pct] -clock clk0 [all_outputs]
```
==> results_slide.txt <==
Implementation Results

CTS
  – Hold buffer count at cts: 0

Global routing
  – Initial antenna violation count: 0
  – Total Routing Usage GR: 0.161
  – GRT overflow: 0
  – Largest net degree at the start of global routing: 17
  – Number of global-route vias before repair: 1412
  – First-pass GRT wire length: 8910 µm

Synth
  – Synth Seq Share: 0
  – Yosys Chip Area: 815 µm²
  – Distinct cells, synth: 5
  – Avg Inst Size Synth: 20.9 µm²
  – Post-Synthesis Cell Area: 815 µm²
  – Ys Warns: 1
  – Yosys cell count: 39
  – Post-synthesis cell count: 39

Worst setup path
  – CP most frequent cell: buf_12
  – CP cell instances: buf_12 > buf_12 > buf_6 > mux4_2 > buf_2
  – CP delay by family, top: multiplexers
  – Crit path DAT: 1170 ps
  – Worst setup SP type: input port
  – CP Buf/Inv Count: 4
  – Worst setup EP type: output pin
  – Crit path max-delay cell type: mux4_2
  – Critical path class: in2out
  – WP data required: 880 ps
  – CP max FO: 8
  – Crit path largest cell delay: 490 ps

Floorplanning
  – Die height: 86 µm
  – Die area: 7400 µm²
  – Die width: 86 µm
  – Site Rows: 23
  – Fp_density: 0.198
  – Placeable Area: 4120 µm²
  – IO Pins: 162

Final timing
  – WHS: 818 ps
  – Final setup viols: 32
  – Max Fclk: 0.719 GHz
  – Relative slew margins: 0.932
  – Worst-margin pin slew: 101 ps
  – Slew Viols, Final: 0
  – RSZ-0062 raised after global routing: yes
  – Worst Slack Setup Final: -291 ps
  – Fin crit period: 1390 ps
  – Final period util: 1.26
  – Final Hold Viols: 0

Layout
  – Post-route cell area: 2330 µm²
  – Layout cells sized above 1: 0.388
  – FF+latch area: 0 µm²
  – Clkbuf count: 0
  – Finished Layout Cells: 259
  – Seq_cells: 0
  – Area grow syn2layout: 186%

Place
  – Gpl congestion: 0.884
  – DP Cell Count: 248
  – IO buf count: 162
  – HPWL Detailed: 5270 µm
  – Area post-placement: 2470 µm²

Run
  – Max-cap violations: 0
  – Stage-log warning count: 36

Drt
  – DRT Wirelength: 6050 µm
  – Ant diodes: 0
  – Routed wire per std cell: 23.4 µm
  – DRT antenna net count: 0
  – Vias per std cell: 4.64
  – Drt initial violations: 53
  – Drt drc: 0
  – Via count: 1202
  – Drt first pass iters: 4

Power
  – Flop pwr share: 0
  – Overall power: 0.771 mW
  – NetSw: 0.195 mW
  – Power per cell area: 331 nW/µm²
  – Max VDD drop: 150 µV
  – Clock Power Share: 0
  – Leakage: 1.15 nW
  – P_int: 0.576 mW
  – Switching share of total power: 0.253
  – Comb power frac: 1.000

Hold path
  – Worst Hold Class: in2out

Outcome
  – Outcome: complete, but fails checks
  – Failing checks: negative setup slack
timing repair:
item                       in CTS  in global routing
setup buffers                   7                  1
cloned                          3                  0
pin swaps                       0                  0
setup endpoints to repair      32                 32
gates resized                 243                  2
synth_stat cells:
| cell | count | area (µm²) |
|---|---|---|
| mux4_2 | 30 | 676 |
| mux4_1 | 2 | 52.6 |
| buf_2 | 3 | 15.0 |
| buf_12 | 3 | 60.1 |
| buf_6 | 1 | 11.3 |
power groups by stage:
stage                 clock network (mW)  logic [mW]  registers [mW]
after CTS                              0       0.787               0
after global routing                   0       0.836               0
final                                  0       0.771               0
placed cells by master, fill, tap and decap left out, drive strengths merged:
| cell type | Yosys | final |
|---|---|---|
| dlygate4sd2 | 0 | 126 |
| dlymetal6s2s | 0 | 2 |
| buf | 7 | 48 |
| bufbuf | 0 | 1 |
| mux4 | 32 | 32 |
metrics by stage:
step                      setup slack (ps)  setup TNS (ps)  utilization
after floorplan                      -31.6            -949            -
after global placement                -842          -26290        0.601
after detailed placement              -849          -26480        0.601
after CTS                             -304           -7610        0.563
after global routing                  -337           -8530        0.566
final                                 -291           -7330        0.566
layer usage:
metal,share of wire,GRT usage,up-vias
met4,0,0,0
met3,0.13,0.0772,0
met5,0,0,-
li1,-,-,549
met2,0.54,0.293,88
met1,0.33,0.174,565
cells by family (layout without fill, tap and decap cells):
logic type             Yosys count  after routing  synth area share
buffers and inverters            7            177             0.106
muxes                           32             32             0.894
worst paths after layout:
kind	startpoint	to	slack, ps	cells after the start
max	s0	out[7]	-290	5
min	i2[26]	out[26]	820	3
cell type report:
class / count / area (µm²)
well taps: 50 / 62.6
fillers: 389 / 1790
repair buffers: 177 / 1550
multi-input cells: 32 / 721
Power figures rest on the tool's default switching activity, not on a simulated workload.
