File: flow/design.v
module control(fcode,in,regdest,alusrc,memtoreg,regwrite,memread,memwrite,branch, beqsignal, andisignal,blezsignal, jalsignal, sllsignal, jmorsignal, balrnsignal,aluop3,aluop2,aluop1,aluop0);  
input [5:0] in;
input [5:0] fcode;
output regdest,alusrc,memtoreg,regwrite,memread,memwrite,branch,beqsignal,jmorsignal,aluop3,aluop2,aluop1,aluop0,andisignal, blezsignal, jalsignal,balrnsignal, sllsignal; 
wire rformat,lw,sw,beq;
assign rformat=~|in;
assign lw=in[5]& (~in[4])&(~in[3])&(~in[2])&in[1]&in[0];
assign sw=in[5]& (~in[4])&in[3]&(~in[2])&in[1]&in[0];
assign beq=~in[5]& (~in[4])&(~in[3])&in[2]&(~in[1])&(~in[0]);
assign andisignal=(~in[5])&(~in[4])&in[3]&in[2]&(~in[1])&(~in[0]);
assign blezsignal=(~in[5])&(~in[4])&(~in[3])&in[2]&in[1]&(~in[0]);     
assign jalsignal=(~in[5])&(~in[4])&(~in[3])&(~in[2])&in[1]&in[0];      
assign beqsignal=(~in[5])&(~in[4])&(~in[3])&in[2]&(~in[1])&(~in[0]);   
assign sllsignal=(~fcode[5])&(~fcode[4])&(~fcode[3])&(~fcode[2])&(~fcode[1])&(~fcode[0]) & rformat;  
assign jmorsignal=(fcode[5])&(~fcode[4])&(~fcode[3])&(fcode[2])&(fcode[1])&(~fcode[0]) & rformat;  
assign balrnsignal=(~fcode[5])&fcode[4]&(~fcode[3])&(fcode[2])&fcode[1]&(fcode[0]) & rformat;  
assign regdest=rformat;
assign alusrc=(lw|sw|andisignal);
assign memtoreg=(lw|jmorsignal) ;  
assign regwrite=(rformat|lw|andisignal|jalsignal);  
assign memread=(lw|jmorsignal);  
assign memwrite=sw;
assign branch=beq;
assign aluop3=lw|sw;
assign aluop2=andisignal | blezsignal;
assign aluop1=rformat ;  
assign aluop0= beq |blezsignal;  
endmodule
File: flow/run.sh
#!/bin/bash
# OpenROAD 26Q1-2900-gdf79404cd8, Yosys 0.63+post, stock flow scripts
make -C /OpenROAD-flow-scripts/flow DESIGN_CONFIG=/design/flow/config.mk WORK_HOME=/design/flow/orfs finish
File: flow/constraint.sdc
current_design control

set clk_period 2.6
set clk_io_pct 0.2

create_clock -name clk0 -period $clk_period

set non_clock_inputs [all_inputs -no_clocks]
set_input_delay [expr $clk_period * $clk_io_pct] -clock clk0 $non_clock_inputs
set_output_delay [expr $clk_period * $clk_io_pct] -clock clk0 [all_outputs]
File: flow/config.mk
export PLATFORM = sky130hd
export DESIGN_NAME = control
export DESIGN_NICKNAME = control
export VERILOG_FILES = /design/flow/design.v
export SDC_FILE = /design/flow/constraint.sdc
export NUM_CORES = 4
export LEC_CHECK = 1
export CORE_AREA = 10 10 70 70
export DIE_AREA = 0 0 80 80
==> flow_summary.toml <==
# yosys + openroad results
[synth]
synthTopCellsByArea = "nor3_1 (12%), buf_4 (11%), nor2_1 (11%)"
ys_sh_aoi_pct = 5.36
ys_types = 20
syn_area_um2 = 210
synth.most_common_cell = "nor2_1"
ys_sh_simple_pct = 72.0
yosys.area.top_type_share_pct = 11.9
yosys_warnings = 0
topCombFamilyByArea = "simple AND/OR/NAND/NOR gates"
synthCells = 35
synthXorXnorAreaFrac_pct = 8.33
yosysTopAreaCell = "nor3_1"
syn_area_per_cell_um2 = 6.01
muxShareOfSynthArea_pct = 0
ys_seq_share_pct = 0
synthTopCellsByCount = "nor2_1 (6), nor3_1 (5), buf_4 (3), nand2_1 (3)"
synth_chip_area_um2 = 210
yosys_cells = 35
synth_adder_area_share_pct = 0

[placement]
io_buffers = 30
hpwl_mm = 1.04
gp_congestion = 0.693
placedCellCount = 117

[timing]
period_used_pct = 97.3
fmax_mhz = 395
setup_viol = 0
hold_ws_ns = 1.66
slew_violations = 0
max-slew-margin-rel_pct = 80.5
setup_tns_ns = 0
rsz0062_at_grt = "yes"
worst_slew_pin_slew_ns = 0.290
period_minus_slack_ns = 2.53
final-hold-violation-count = 0

[critical_path]
cp-start-kind = "primary input"
critPathArrivalTime_ns = 2.01
worstPathRequired_ns = 2.08
crit_type = "in2out"
end_kind = "output port"
critPathMaxFanout = 4

[global_routing]
grt_usage_pct = 3.35
grt_pass1_vias = 374
overflow = 0
antenna_found_initial = 0
grt_pass1_wl_mm = 1.79
grt_max_degree = 6

[floorplan]
fp.dieH_um = 80
io_pins = 30
die_w_um = 80
fp_util_pct = 6.15
die_area_um2 = 6400
coreArea_um2 = 3420
row_count = 21

[power]
clkPwrFrac_pct = 0
p_leak_uw = 0.000317
seqPwrFrac_pct = 0
combPwrFrac_pct = 100.0
power.density_nw_per_um2 = 80.7
switchingPower_uw = 21.6
irDropWorstVdd_mv = 0.0343
swShare_pct = 38.8
p_int_uw = 34.0

[final_layout]
seq_cells = 0
area_growth_syn_to_layout_pct = 227
drive_gt1_share_pct = 31.5
nClkBuffers = 0
utilization_pct = 20.1
n_fill_cell = 394
seq_area_um2 = 0
stdcell_count = 119

[run_status]
status = "completed"

[routing]
drc_errors = 0
drt_iter0_drc = 4
dr.pass1.iters = 4
antenna_cells_inserted = 0
wirelength_mm = 1.19
wl_per_cell_um = 10.0
vias = 389
ant_nets = 0
via_per_inst = 3.27

[flow_run]
cap_violations = 0
warning_count = 34

[worst_hold_path]
holdCritPathClass = "in2out"

[clock_network]
cts_hold_buf = 0
-- path summary, 6_finish.rpt --
| path | start | to | slack, ns | depth (start not counted) |
|---|---|---|---|---|
| min | in[4] | regwrite | 1.66 | 4 |
| max | in[5] | branch | 0.07 | 4 |
-- final cells by class --
type | instances | area, um^2 | share of cell area (%)
Timing Repair Buffer | 42 | 392 | 56.9
Tap cell | 46 | 57.6 | 8.36
Inverter | 1 | 3.75 | 0.545
Multi-Input combinational cell | 30 | 235 | 34.2
-- timing repair --
item	CTS	global route
gates resized	19	9
pin swaps	8	4
setup endpoints to repair	17	9
buffers inserted	2	0
-- metal layers --
| layer | part of all wire [%] | up-vias | GRT usage [%] |
|---|---|---|---|
| met5 | 0 | - | 0 |
| met4 | 0 | 0 | 0 |
| met3 | 18 | 0 | 2.84 |
| met2 | 36 | 27 | 4.74 |
| met1 | 46 | 165 | 4.02 |
| li1 | - | 197 | - |
-- power groups by stage --
stage | sequential [uW] | combinational (uW) | clock [uW]
6_report | 0 | 55.6 | 0
5_1_grt | 0 | 59.7 | 0
4_1_cts | 0 | 53.5 | 0
-- worst max-delay path, stage by stage --
cell             delay, ns
dlygate4sd2_1         0.25
or4b_4                0.60
nor3_4                0.15
clkdlybuf4s50_1       0.49
-- metrics by stage --
stage	instance area (um^2)	power, uW	setup slack, ns
final	688	55.6	0.0711
after global routing	688	59.7	-0.00254
after CTS	661	53.5	-0.00709
after detailed placement	617	52.4	-0.318
after global placement	617	51.9	-0.312
after floorplan	210	11.8	0.627
-- cells in the final DEF, fill, tap and decap left out --
| cell | instances |
|---|---|
| nand2b_1 | 1 |
| nor3_1 | 2 |
| nor4_2 | 1 |
| dlygate4sd2_1 | 8 |
| nor2_1 | 5 |
| nand4_1 | 2 |
| xor2_1 | 1 |
| nand3b_1 | 1 |
| buf_6 | 1 |
| or4_1 | 1 |
| dlymetal6s2s_1 | 3 |
| inv_2 | 1 |
| nor3b_4 | 1 |
| or4b_4 | 1 |
| xnor2_1 | 1 |
| clkdlybuf4s15_1 | 2 |
| clkdlybuf4s50_1 | 17 |
| nor3_2 | 2 |
| or2_1 | 1 |
| and2_1 | 2 |
| or3_4 | 1 |
| nand2_1 | 3 |
| buf_4 | 11 |
| nor3_4 | 1 |
| nor2_4 | 1 |
| a21oi_2 | 1 |
| o22ai_2 | 1 |
-- cells by family (layout without fill, tap and decap cells) --
kind of cell,after synthesis,after routing
AND-OR/OR-AND,2,2
XOR/XNOR,2,2
buffers and inverters,5,43
AND/OR/NAND/NOR,26,26
Power and IR drop assume default switching activity.
