===== /design/flow/design.v =====
module alu32(sum,a,b,shamt,zout,nout,gin); 
output [31:0] sum;
input [31:0] a,b; 
input [4:0] shamt;
input [2:0] gin; 
reg [31:0] sum;
reg [31:0] less;
output zout,nout;  
reg zout,nout;
always @(a or b or gin)
begin
	zout=0;
	nout=0;
	case(gin)
	3'b010: sum=a+b; 		 
	3'b110: sum=a+1+(~b);	 
	3'b111: begin less=a+1+(~b);	 
			if (less[31]) sum=1;	
			else sum=0;
		  end
	3'b000: sum=a & b;	 
	3'b001: sum=a|b;		 
	3'b011: sum=b<<shamt;	 
	default: sum=31'bx;	
endcase
zout=~(|sum);
nout=sum[31];  
end
endmodule

===== /design/flow/constraint.sdc =====
current_design alu32

set clk_period 23.5
set clk_io_pct 0.2

create_clock -name clk0 -period $clk_period

set non_clock_inputs [all_inputs -no_clocks]
set_input_delay [expr $clk_period * $clk_io_pct] -clock clk0 $non_clock_inputs
set_output_delay [expr $clk_period * $clk_io_pct] -clock clk0 [all_outputs]

===== /design/flow/config.mk =====
export PLATFORM = sky130hd
export DESIGN_NAME = alu32
export DESIGN_NICKNAME = alu32
export VERILOG_FILES = /design/flow/design.v
export SDC_FILE = /design/flow/constraint.sdc
export NUM_CORES = 4
export LEC_CHECK = 1
export CORE_UTILIZATION = 30

===== /design/flow/run.sh =====
#!/bin/bash
# OpenROAD 26Q1-2900-gdf79404cd8, Yosys 0.63+post, stock flow scripts
make -C /OpenROAD-flow-scripts/flow DESIGN_CONFIG=/design/flow/config.mk WORK_HOME=/design/flow/orfs finish

==> ci_impl_report.md <==
## Synthesis and layout report

| Metric | Value |
|---|---|
| P_leak | 3.54 nW |
| WS Path Type | input port to primary output |
| Die y size | 158 um |
| Mapped Area | 0.00732 sq mm |
| # hold bufs at CTS | 0 |
| RSZ-0062 raised after global routing | false |
| Seq share, synth | 0% |
| Yosys aoi share | 33.6% |
| Met3 GRT Util | 5.52% |
| Grt met1 use | 37.2% |
| Final Setup Violations | 0 |
| First-pass GRT wire length | 48900 um |
| Crit path DRT | 18800 ps |
| CP arrival | 10090 ps |
| Count of tool warnings | 99 |
| Layout cell share with drive strength beyond 1 | 6.27% |
| Relative slew slack | 49.5% |
| CP startpoint kind | input port |
| ANT nets after route | 0 |
| DP Worst Slack | 8740 ps |
| Logic family by area | AND-OR/OR-AND gates |
| Final std cells w/o fill | 1436 |
| YS chip area | 0.00732 sq mm |
| Ys cells | 1072 |
| Yosys warning total | 1 |
| TritonRoute pass-1 iters | 7 |
| Worst hold margin | 10580 ps |
| Core Area | 0.0237 sq mm |
| Drt via density | 6.18 |
| Share of the synthesized area in the top cell type | 16.9% |
| Fin crit share | 62.9% |
| Yosys simple share | 22.3% |
| Placed inst area | 0.00850 sq mm |
| Setup Fix Bufs, Post-CTS | 0 |
| Power, Total | 0.211 mW |
| WL final | 32700 um |
| Total GRT Usage | 26.3% |
| Finished Cell Area | 0.00850 sq mm |
| Initial antenna violation count | 0 |
| Max Cap Viol | 0 |
| Sequential cell count | 0 |
| Synth Area in XOR/XNOR | 2.27% |
| Cells taking the most area after synthesis | ha_1 17%, mux4_2 8.0%, a21oi_1 6.9% |
| Largest net degree at the start of global routing | 59 |
| Post-CTS resize count | 0 |
| I/O pin cnt | 106 |
| Cell with the most instances after synthesis | nor2_1 |
| Grt peak-use layer | met2 |
| DRC violations left | 0 |
| Die Size | 0.0250 sq mm |
| Tmin final | 14790 ps |
| Antenna cells | 0 |
| Outcome | finished, final reports clean |
| Cell Type Count | 80 |
| Gr ovfl total | 0 |
| GPL Wtd Cong | 1.04 |
| M2 GR Usage | 40.0% |
| Final Max-Slew Violation Tally | 0 |
| Post-DP HPWL | 26200 um |
| Most instantiated cells after synthesis | 117 x nor2_1, 105 x inv_1, 101 x a21oi_1 |
| Routed vias | 8869 |
| Post-synthesis adder-cell area fraction | 17.5% |
| Max Clk Rate | 67.6 MHz |
| Layout Utilization | 35.9% |
| Crit path max fanout | 7 |
| Layout clock buffers | 0 |
| Pwr/cell area | 24.9 mW/mm^2 |
| Wire per inst | 22.8 um |
| Worst Tran Pin Value | 756 ps |
| Worst setup margin | 8710 ps |
| Worst Setup End Kind | primary output |
| FP Rows | 56 |
| IR Drop Worst-Case VDD | 0.0161 mV |
| Cell type with the largest total area | ha_1 |
| Die W | 158 um |
| Layout area overhead | 16.2% |
| Final TNS setup | 0 ps |
| Worst hold path type | input port to primary output |
| Port bufs | 106 |
| Starting DRT DRC Count | 876 |
| Final Hold Vio Count | 0 |
| Register area | 0 sq um |
| Synthesized instance count | 1072 |
| Mux frac, synth | 14.0% |
| Floorplan utilization | 30.9% |
| DP Cell Count | 1436 |
| Mean post-synth cell area | 6.83 sq um |
| Vias in the first global route | 8113 |
metal layers:
metal  routed length, um  share of wire [%]  vias up
met5                   0                  0        -
met2               14100                 43      622
li1                    -                  -     4065
met3                3800                 12       74
met4                1260                3.9        0
met1               13500                 41     4108
power by group:
part	switching [mW]	internal, mW
clock	0	0
sequential	0	0
combinational	0.128	0.0834
placed cells by master, fill, tap and decap left out, types with 7 or more instances in the layout:
| cell | instances |
|---|---|
| mux2i_1 | 37 |
| xor2_1 | 7 |
| nor2_1 | 117 |
| ha_1 | 99 |
| a211oi_1 | 29 |
| o31ai_1 | 26 |
| o22ai_1 | 8 |
| mux4_2 | 26 |
| a221oi_1 | 9 |
| clkdlybuf4s50_1 | 102 |
| o211ai_1 | 21 |
| o21ai_1 | 7 |
| a21oi_1 | 101 |
| and2_1 | 7 |
| a211o_1 | 10 |
| nand4_1 | 15 |
| buf_4 | 11 |
| inv_1 | 105 |
| or4_1 | 7 |
| xnor2_1 | 12 |
| o21ai_0 | 61 |
| nand3_1 | 21 |
| nor4_1 | 10 |
| nor3_1 | 34 |
| nor2b_1 | 11 |
| nand2_1 | 82 |
logic make-up after synthesis:
| kind of cell | Yosys count |
|---|---|
| AND-OR/OR-AND | 362 |
| XOR/XNOR | 19 |
| adder cells (fa/ha/maj) | 101 |
| buffers and inverters | 179 |
| multiplexers | 69 |
| AND/OR/NAND/NOR | 342 |
layout make-up:
class,count,area [sq um]
fill,2538,15200
multi-input combinational,893,6580
timing repair buffer,117,1120
inverter,107,402
tap,319,399
path summary, 6_finish.rpt:
path  startpoint  endpoint  depth (start not counted)
max         b[0]      zout                         16
min       gin[2]   sum[13]                          5
critical path, stage by stage:
cell and delay (ps):
clkdlybuf4s50_1 610, ha_1 240, inv_1 60, fa_1 380, nor2b_1 160, o311ai_1 550
a21oi_1 270, o21ai_0 300, a211oi_1 110, nor3b_1 440, nand4b_1 290, nor4_1 490
nand4bb_1 200, or4b_1 520, nor4_2 260, clkdlybuf4s50_1 510
Power is estimated from default activity; no workload was simulated.
